==> flow/design.v <==
`timescale 1ns/1ns
module baud_gen (
    input sys_clk,
    input rst_n,
    output reg baud_clk
);
reg [8:0] baud_cnt;
always @ (posedge sys_clk) begin
    if (!rst_n) begin
        baud_cnt <= #1 9'd0;
        baud_clk <= #1 1'b0;
    end else begin
        if (baud_cnt == 216) begin
            baud_cnt <= #1 9'd0;
            baud_clk <= #1 !baud_clk;
        end else
            baud_cnt <= #1 baud_cnt + 1;
    end
end
endmodule
module parity_gen (
    input even_odd,
    input [7:0] tx_data_in,
    output parity_bit
);
assign parity_bit = ^tx_data_in ^ even_odd;
endmodule
`timescale 1ns/1ns
module piso_reg (
    input load,
    input shift,
    input parity_bit,
    input reg_rst_n,
    input [7:0] p_data_in,
    input reg_clk,
    output reg serial_out
);
reg [9:0] temp_data;
reg [3:0] i;
always @ (posedge reg_clk) begin
    if (!reg_rst_n)
        serial_out <= #1 1'b1;
    else begin
        if (load) begin
            temp_data <= #1 {1'b1, parity_bit, p_data_in};
            serial_out <= #1 1'b0;
            i <= #1 4'd0;
        end else if (shift) begin
            serial_out <= #1 temp_data[i];
            i <= #1 i + 1'b1;
        end else serial_out <= #1 1'b1;
    end
end
endmodule
module transmitter (
    input sys_clk,
    input rst_n,
    input tx_enable,
    input even_odd,
    input [7:0] tx_data_in,
    output busy,
    output serial_out
);
wire baud_clk;
wire load;
wire shift;
wire parity_bit;
baud_gen baud_gen (
    .sys_clk(sys_clk),
    .rst_n(rst_n),
    .baud_clk(baud_clk)
);
parity_gen parity_gen (
    .even_odd(even_odd),
    .tx_data_in(tx_data_in),
    .parity_bit(parity_bit)
);
transmitter_fsm tx_fsm (
    .fsm_clk(baud_clk),
    .rst_n(rst_n),
    .tx_enable(tx_enable),
    .busy(busy),
    .load(load),
    .shift(shift)
);
piso_reg piso_reg (
    .reg_clk(baud_clk),
    .load(load),
    .shift(shift),
    .parity_bit(parity_bit),
    .reg_rst_n(rst_n),
    .p_data_in(tx_data_in),
    .serial_out(serial_out)
);
endmodule
`timescale 1ns/1ns
module transmitter_fsm (
    input fsm_clk,
    input rst_n,
    input tx_enable,
    output reg busy,
    output reg load,
    output reg shift
);
parameter FSM_IDLE  = 2'd0;
parameter FSM_LOAD  = 2'd1;
parameter FSM_SHIFT = 2'd2;
parameter FSM_WAIT  = 2'd3;
reg [1:0] fsm_state;
reg [3:0] fsm_cnt;
reg [1:0] fsm_next_state;
always @ (fsm_state or fsm_cnt or tx_enable)
begin: FSM_NEXT_STATE_COMBO
    fsm_next_state = FSM_IDLE;
    if (!tx_enable) begin
        fsm_next_state = FSM_IDLE;
    end else begin
        case (fsm_state)
            FSM_IDLE: fsm_next_state = FSM_LOAD;
            FSM_LOAD: fsm_next_state = FSM_SHIFT;
            FSM_SHIFT:
                if (fsm_cnt < 4'd10) begin
                    fsm_next_state = FSM_SHIFT;
                end else
                    fsm_next_state = FSM_WAIT;
            FSM_WAIT: fsm_next_state = FSM_IDLE;
            default: fsm_next_state = FSM_IDLE;
        endcase
    end
end
always @ (posedge fsm_clk)
begin: FSM_CUR_STATE_SEQ
    if (!rst_n) begin
        fsm_state <= #1 FSM_IDLE;
        fsm_cnt <= #1 1'b0;
    end else begin
        fsm_state <= #1 fsm_next_state;
        case (fsm_state)
            FSM_IDLE: begin
                fsm_cnt <= #1 1'b0;
            end
            FSM_LOAD: begin
                fsm_cnt <= #1 fsm_cnt + 1'b1;
            end
            FSM_SHIFT: begin
                fsm_cnt <= #1 fsm_cnt + 1'b1;
            end
            FSM_WAIT: begin
                fsm_cnt <= #1 1'b0;
            end
            default: begin
                fsm_state <= #1 FSM_IDLE;
                fsm_cnt <= #1 1'b0;
            end
        endcase
    end
end
always @ (posedge fsm_clk)
begin: FSM_OUTPUT_SEQ
    if (!rst_n) begin
        busy <= #1 1'b0;
        load <= #1 1'b0;
        shift <= #1 1'b0;
    end else begin
        case (fsm_state)
            FSM_IDLE: begin
                busy <= #1 1'b0;
                load <= #1 1'b0;
                shift <= #1 1'b0;
            end
            FSM_LOAD: begin
                busy <= #1 1'b1;
                load <= #1 1'b1;
                shift <= #1 1'b0;
            end
            FSM_SHIFT: begin
                busy <= #1 1'b1;
                load <= #1 1'b0;
                shift <= #1 1'b1;
            end
            FSM_WAIT: begin
                busy <= #1 1'b0;
                load <= #1 1'b0;
                shift <= #1 1'b0;
            end
            default: begin
                busy <= #1 1'b0;
                load <= #1 1'b0;
                shift <= #1 1'b0;
            end
        endcase
    end
end
endmodule
==> flow/run.sh <==
#!/bin/bash
# OpenROAD 26Q1-2900-gdf79404cd8, Yosys 0.63+post, stock flow scripts
make -C /OpenROAD-flow-scripts/flow DESIGN_CONFIG=/design/flow/config.mk WORK_HOME=/design/flow/orfs finish
==> flow/config.mk <==
export PLATFORM = sky130hd
export DESIGN_NAME = transmitter
export DESIGN_NICKNAME = transmitter
export VERILOG_FILES = /design/flow/design.v
export SDC_FILE = /design/flow/constraint.sdc
export NUM_CORES = 4
export LEC_CHECK = 1
export CORE_AREA = 10 10 110 110
export DIE_AREA = 0 0 120 120
==> flow/constraint.sdc <==
current_design transmitter

set clk_period 2.0
set clk_io_pct 0.2

create_clock -name clk0 -period $clk_period [get_ports {sys_clk}]

set non_clock_inputs [all_inputs -no_clocks]
set_input_delay [expr $clk_period * $clk_io_pct] -clock clk0 $non_clock_inputs
set_output_delay [expr $clk_period * $clk_io_pct] -clock clk0 [all_outputs]
==> flow_summary.json <==
{
  "outcome": "completed",
  "synthCells": 123,
  "unclocked_regs": 25,
  "grt_antenna_before_repair": 0,
  "drive_gt1_share_pct": 5.797,
  "drcViolationCount": 0,
  "dieArea_sq_mm": 0.01440,
  "htreeDepth": 1,
  "synth_chip_area_sq_mm": 0.001401,
  "worstPathMaxFanout": 9,
  "setup_viol": 0,
  "top_area_cell": "dfxtp_1",
  "vdd_ir_drop_max_v": 0.0003740,
  "drt_iter0_markers": 8,
  "core_area_sq_mm": 0.009774,
  "place_area_sq_mm": 0.001682,
  "fp_util_pct": 14.34,
  "end_kind": "flip-flop",
  "die_h_microns": 120,
  "port-buffer-count": 13,
  "ys_cells": 123,
  "drt_wl_total_mm": 2.171,
  "viasPerCell": 3.077,
  "grt_pass1_wl_mm": 3.767,
  "vias": 834,
  "finalInstanceArea_sq_mm": 0.001737,
  "overflow": 0,
  "grt_max_degree": 27,
  "hold_path.class": "reg2reg",
  "untimed_endpoints": 40,
  "rows": 36,
  "wl_per_cell_microns": 8.011,
  "gp_congestion": 0.7425,
  "ys_seq_share_pct": 59.29,
  "instances_no_fill": 271,
  "clkPwrFrac_pct": 45.7,
  "fin_skew_ns": 0.004583,
  "dp_hpwl_mm": 1.727,
  "clkLatencyLatePin_ns": 0.23,
  "drv_cap": 0,
  "comb_power_share_pct": 14.9,
  "ys_warn_count": 3,
  "syn_area_per_cell_sq_um": 11.39,
  "p_int_w": 0.0004331,
  "syn_area_sq_mm": 0.001401,
  "clockBufferDepth": 2,
  "area_delta_synth_final_pct": 23.93,
  "switching_power_w": 0.0001169,
  "tightest_slew_ns": 0.7521,
  "synthTopCellsByArea": "dfxtp_1, edfxtp_1, xnor2_1, nor2_1, xor2_1",
  "arrival_ns": 1.80,
  "hold_buffers": 0,
  "ant_nets": 0,
  "cts_resized": 0,
  "yosysTopAreaCellShare_pct": 31.43,
  "flop_area_sq_um": 830.8,
  "pre_cts_ws_ns": 0.3007,
  "ys_ff": 35,
  "power.density_mw_per_mm2": 316.7,
  "firstDrtPassIters": 3,
  "grt_pass1_vias": 769,
  "seq_power_share_pct": 39.4,
  "fin_ws_ns": 0.3056,
  "nFillCells": 1062,
  "cts_tree": "yes",
  "worstSetupStartpointType": "flip-flop",
  "final_util_pct": 17.77,
  "finalHoldViolCount": 0,
  "cts_setup_buffers": 0,
  "numCtsBuffers": 3,
  "io_pins": 14,
  "fin_crit_sh_pct": 84.72,
  "track_usage_pct": 3.061,
  "synth.distinct_cells": 29,
  "diodes": 0,
  "min_period_ns": 1.694,
  "die_w_microns": 120,
  "p_leak_nw": 0.5955,
  "placedCellCount": 267,
  "warnings": 26,
  "rsz0062_at_grt": "no",
  "timing.setup.tns_ns": 0,
  "timing.slew.headroom_pct": 49.79,
  "mi_logic_area_sq_um": 528.0,
  "ff2ff_setup_slack_ns": 0.31,
  "critPathKind": "reg2reg",
  "drv_slew": 0,
  "switching_share_pct": 21.26,
  "cts.clk_slew.worst_paths_ns": 0.05,
  "clock.fmax_mhz": 590.2,
  "worstPathRequired_ns": 2.11,
  "cts-root-buf": "clkbuf_8"
}
==> worst max-delay path: stages, from the launching register on <==
cell and delay (ns):
dfxtp_1 0.33, inv_1 0.06, ha_1 0.12, or4b_1 0.44
nor3_2 0.17, nand2b_1 0.35, nor2_1 0.09
==> metrics by stage <==
step	hold slack, ns	power (W)
3_5_place_dp	0.4631	0.0003042
6_report	0.4652	0.0005500
4_1_cts	0.4721	0.0005556
5_1_grt	0.5096	0.0005760
3_3_place_gp	0.4437	0.0003023
2_1_floorplan	0.4299	0.0002710
==> synthesized netlist by cell type <==
cell type and n:
a21oi_1 2, a31oi_1 1, a41oi_1 1, and2_1 2, and3_1 2, buf_2 1, buf_4 1, buf_6 1
dfxtp_1 22, edfxtp_1 13, ha_1 4, inv_1 5, mux2i_1 2, mux4_2 1, nand2_1 6, nand2b_1 1
nand3_1 6, nor2_1 21, nor2b_1 1, nor3_1 2, nor3_2 1, o211ai_1 2, o21a_1 1, o21ai_0 2
or2_2 1, or3_1 1, or4b_1 1, xnor2_1 12, xor2_1 7
==> sequential cells by signal, indices dropped and copies added, names as in the netlist <==
register             count
tx_fsm.busy              1
tx_fsm.fsm_cnt           4
baud_gen.baud_clk        1
tx_fsm.shift             1
tx_fsm.load              1
piso_reg.i               4
piso_reg.serial_out      1
tx_fsm.fsm_state         4
baud_gen.baud_cnt        9
piso_reg.temp_data       9
==> logic make-up (layout without fill, tap and decap cells) <==
kind of cell	Yosys count	in the layout	share of synthesized area, %
compound gates	9	9	4.107
xor+xnor	19	19	11.88
fa+ha+maj	4	4	3.572
buf+inv	8	23	3.036
flops	35	35	59.29
mux	3	3	3.036
simple gates	45	45	15.09
==> area by class of cell <==
type / count / area share [%]
inverters: 5 / 1.081
multi-input cells: 80 / 30.40
well taps: 133 / 9.582
repair buffers: 14 / 7.925
clock buffers: 4 / 3.170
flip-flops and latches: 35 / 47.84
==> power by group through the flow <==
stage	Clock [W]	Sequential, W	Combinational (W)
6_report	0.000251	0.000217	0.0000818
5_1_grt	0.000267	0.000217	0.0000914
4_1_cts	0.000255	0.000217	0.0000835
==> final timing paths <==
check / start / to / cells after the start
min reg2reg: baud_gen.baud_cnt[0] / baud_gen.baud_cnt[0] / 1
min: baud_gen.baud_cnt[0] / baud_gen.baud_cnt[0] / 1
max reg2reg: baud_gen.baud_cnt[0] / baud_gen.baud_cnt[4] / 6
max: baud_gen.baud_cnt[0] / baud_gen.baud_cnt[4] / 6
==> cell usage in the layout (no fill, tap or decap), types with 2 or more instances in the layout <==
master,instances
xor2_1,7
and3_1,2
and2_1,2
nand3_1,6
nor3_1,2
dfxtp_1,22
o211ai_1,2
o21ai_0,2
mux2i_1,2
a21oi_1,2
xnor2_1,12
nand2_1,6
inv_1,5
nor2_1,21
clkdlybuf4s50_1,13
clkbuf_8,4
ha_1,4
edfxtp_1,13
==> per-layer routing <==
layer	track usage, %	part of all wire, %
met4	0.1508	0.64
met1	4.311	50
met2	4.711	44
met5	0	0
met3	1.047	5.3
Power and IR drop assume default switching activity.
